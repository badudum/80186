==> flow/run.sh <==
#!/bin/bash
# OpenROAD 26Q1-2900-gdf79404cd8, Yosys 0.63+post, stock flow scripts
make -C /OpenROAD-flow-scripts/flow DESIGN_CONFIG=/design/flow/config.mk WORK_HOME=/design/flow/orfs finish
==> flow/design.v <==
`timescale 1ns/1ns
module ALU (
    input  logic clk,
    input  logic rst_n,
    input  logic [5:0] alu_op,
    input  logic word,
    input  logic [15:0] a,
    input  logic [15:0] b,
    input  logic cf_in,
    input  logic [4:0] shift_cnt,
    output logic [15:0] result,
    output logic [1:0] result_hi,
    output logic div_zero,
    output logic byte_ok,
    output logic cf,
    output logic pf,
    output logic af,
    output logic zf,
    output logic sf,
    output logic of,
    output logic busy
);
    logic [15:0] a_in, b_in;
    parameter ADD = 6'b000000;
    parameter SUB = 6'b000001;
    parameter CMP = 6'b000010;
    parameter INC = 6'b000011;
    parameter DEC = 6'b000100;
    parameter NEG = 6'b000101;
    parameter AND = 6'b000110;
    parameter OR = 6'b000111;
    parameter XOR = 6'b001000;
    parameter NOT = 6'b001001;
    parameter TEST = 6'b001010;
    parameter SHL = 6'b001011;
    parameter SHR = 6'b001100;
    parameter SAR = 6'b001101;
    parameter ROL = 6'b001110;
    parameter ROR = 6'b001111;
    parameter RCL = 6'b010000;
    parameter RCR = 6'b010001;
    parameter MUL = 6'b010010;
    parameter IMUL = 6'b010011;
    parameter DIV = 6'b010100;
    parameter IDIV = 6'b010101;
    always @(posedge clk or negedge rst_n) begin
        if (!rst_n) begin
            a_in <= 0;
            b_in <= 0;
        end else begin
            case(alu_op)
                ADD: begin
                    result <= a + b;
                end
                SUB: begin
                    result <= a - b;
                end
                CMP: begin
                    result <= a - b;
                end
                INC: begin
                    result <= a + 1;
                end
                DEC: begin
                    result <= a - 1;
                end
                NEG: begin
                    result <= 0 - a;
                end
                AND: begin
                    result <= a & b;
                end
                OR: begin
                    result <= a | b;
                end
                XOR: begin
                    result <= a ^ b;
                end
                NOT: begin
                    result <= ~a;
                end
                TEST: begin
                    result <= a & b;
                end
                SHL: begin
                    result <= a << shift_cnt;
                end
                SHR: begin
                    result <= a >> shift_cnt;
                end
                SAR: begin
                    result <= a >>> shift_cnt;
                end
                ROL: begin
                    result <= {a[15:0], a[15:0]};
                end
                ROR: begin
                    result <= {a[0], a[15:1]};
                end
                RCL: begin
                    result <= {a[15:0], cf_in};
                end
                RCR: begin
                    result <= {cf_in, a[15:0]};
                end
                MUL: begin
                    result <= a * b;    
                end
                IMUL: begin
                    result <= a * b;    
                end
                DIV: begin
                    result <= a / b;
                end
                IDIV: begin
                    result <= a / b;
                end
            endcase
        end
    end
endmodule
==> flow/constraint.sdc <==
current_design ALU

set clk_period 51.1
set clk_io_pct 0.2

create_clock -name clk0 -period $clk_period [get_ports {clk}]

set non_clock_inputs [all_inputs -no_clocks]
set_input_delay [expr $clk_period * $clk_io_pct] -clock clk0 $non_clock_inputs
set_output_delay [expr $clk_period * $clk_io_pct] -clock clk0 [all_outputs]
==> flow/config.mk <==
export PLATFORM = sky130hd
export DESIGN_NAME = ALU
export DESIGN_NICKNAME = ALU
export VERILOG_FILES = /design/flow/design.v
export SDC_FILE = /design/flow/constraint.sdc
export NUM_CORES = 4
export LEC_CHECK = 1
export CORE_UTILIZATION = 50
==> impl_metrics.tcl <==
# implementation run metrics
set metrics [dict create \
    design.portCount 74 \
    num-fill-cells 3026 \
    stage_log_warnings 47 \
    ys_dominant_reg_cell "edfxtp_1" \
    total_clock_buffers_created_by_cts 3 \
    hold_start "rst_n" \
    synth-cells-yosys 2168 \
    worst-path-max-fanout 31 \
    synthDistinctLibCells 99 \
    ir_drop_uv 38.4 \
    number_of_flip_flops_in_the_largest_register 16 \
    ys_seq_elements 16 \
    critical_path.endpoint_type "flip-flop" \
    rsz_0062_raised_after_global_routing "false" \
    top_cells_by_area "ha_1, fa_1, nor2_1, nand2_1, a21oi_1" \
    drt-total-wl_mm 57.2 \
    final_area_mm2 0.0169 \
    cts_hold_buffers 0 \
    dr.first_iter.drc_count 1200 \
    critical_path.startpoint_type "primary input" \
    synth_cells 2168 \
    number_of_antenna_violations_at_the_first_check_in_global_routing 0 \
    edf_count 16 \
    ys_chip_area_mm2 0.0157 \
    layoutNonFillerInstCount 2567 \
    whs_endpoint "result[9]" \
    post-place-cells 2563 \
    drt_pass1_iterations 23 \
    cp_slowest_cell "a2111oi_0" \
    maximum_number_of_pins_on_one_net_before_global_route_repair 47 \
    route.detailed.vias_per_inst 6.25 \
    top_regs "result x16" \
    floorplan.core_area_mm2 0.0307 \
    area.sequential_um2 480 \
    final_period_minus_worst_setup_slack_ps 42090 \
    finalCritPeriodShare_pct 82.4 \
    detail-route-antenna-nets 0 \
    run_status "finished clean" \
    timing_worst_slew_pin_value_ps 885 \
    yosysSeqAreaShare_pct 3.06 \
    crit_path_max_incr_delay_ps 800 \
    chip_height_um 179 \
    fin_tns_setup_ps 0 \
    combGateArea_mm2 0.0140 \
    grt_pass1_wl_mm 87.4 \
    netlist.top_cell.by_area "ha_1" \
    timing_hold_violations_final 0 \
    synthesis.area_per_instance_um2 7.25 \
    route.detailed.drc 0 \
    synth_top_area_share_pct 18.9 \
    numPortBuffers 61 \
    cts.htree.levels 1 \
    post_cts_repair_timing_setup_buffer_count 0 \
    vias_in_the_first_global_route 14994 \
    clockBufferDepth 2 \
    setup_violators_final 0 \
    routedWlPerCell_um 22.3 \
    worst_hold_path.num_cells 2 \
    worst_path_most_repeated_cell "ha_1" \
    max_cap_viol_count 0 \
    power_density_mw_per_mm2 24.5 \
    detailed_place.area_mm2 0.0168 \
    timing.hold.worst.class "in2reg" \
    dp_hpwl_mm 43.1 \
    post_cts.resized_instances 0 \
    die-area_mm2 0.0321 \
    cp_data_required_time_ps 51080 \
    top_register "result" \
    clkTransAtPathRegs_ps 50 \
    crit_arrival_ps 42080 \
    ys.warnings.count 12 \
    max-slew-margin-rel_pct 39.5 \
    core.rowCount 64 \
    gp_routability_congestion 1.01 \
    cts.sinks 16 \
    setup.worst_path.class "in2reg" \
    static-leakage-power_nw 7.56 \
    dieWidth_um 179 \
    maxSlewViolCount 0 \
    fmax_ghz 0.0238 \
    drive_above_1_share_pct 7.23 \
    antennaDiodeCount 0 \
    synth.cell_area_mm2 0.0157 \
    core_util_floorplan_pct 51.1 \
    synthArstFlopShare_pct 0 \
    num_vias 16050 \
    clock_tree.root_cell "clkbuf_16" \
    tritoncts_clock_tree "built" \
    gr-total-overflow 0 \
    area_growth_pct 7.44 \
    all_layer_global_routing_usage_pct 37.2 \
]
[layout by cell type, fill, tap and decap left out, types with 29 or more instances in the layout]
cell type and instances:
inv_1 182, o21ai_0 96, o21a_1 40, nand2_1 224, mux2i_1 38, nor3_1 44
a21o_1 37, ha_1 238, fa_1 81, xnor2_1 79, xor2_1 47, clkdlybuf4s50_1 60
nand3_1 61, nor2_1 227, buf_4 62, a21oi_1 148, a31oi_1 29
[worst max-delay path, delay by kind of cell]
kind / cells / cell delay, ps
compound gates: 59 / 16600
buf+inv: 9 / 2400
mux: 6 / 2030
fa+ha+maj: 15 / 4730
simple gates: 21 / 5980
[power breakdown]
group | total (mW) | internal, mW | switching (mW) | leakage, nW
clock | 0.0152 | 0.0104 | 0.00487 | 0.0385
combinational | 0.381 | 0.162 | 0.220 | 7.38
sequential | 0.0171 | 0.0168 | 0.000347 | 0.149
total | 0.414 | 0.189 | 0.225 | 7.56
[worst max-delay path by stage]
| stage | depth (start not counted) | end | from | slack [ps] |
|---|---|---|---|---|
| 4_1_cts | 110 | result[0] | b[14] | 9470 |
| 5_1_grt | 110 | result[0] | b[14] | 7130 |
| 6_report | 110 | result[0] | b[14] | 9010 |
[final cells by class]
type | instances | area share, %
inverter | 189 | 4.20
clock buffer | 3 | 0.445
clock inverter | 1 | 0.0222
sequential | 16 | 2.85
tap | 396 | 2.93
timing repair buffer | 123 | 6.34
multi-input combinational | 1839 | 83.2
[synth_stat cells, types with 22 or more instances]
| library cell | n |
|---|---|
| ha_1 | 238 |
| nor2_1 | 227 |
| nand2_1 | 224 |
| inv_1 | 182 |
| a21oi_1 | 148 |
| clkbuf_1 | 109 |
| o21ai_0 | 96 |
| fa_1 | 81 |
| xnor2_1 | 79 |
| nand3_1 | 61 |
| xor2_1 | 47 |
| nor3_1 | 44 |
| o21a_1 | 40 |
| mux2i_1 | 38 |
| a21o_1 | 37 |
| a31oi_1 | 29 |
| o211ai_1 | 25 |
| a221oi_1 | 24 |
| mux2_2 | 24 |
| nand4_1 | 22 |
[stage by stage]
step / hold slack (ps) / util, % / total power [mW] / worst slack (ps)
after floorplan: 10490 / - / 0.296 / 14070
after global placement: 10960 / 54.7 / 0.395 / 9530
after detailed placement: 10960 / 54.7 / 0.395 / 9330
after CTS: 11020 / 54.9 / 0.415 / 9470
after global routing: 11080 / 54.9 / 0.463 / 7130
final: 11030 / 54.9 / 0.414 / 9010
[metal layers]
layer / vias up / global-route usage, % / wire (um)
met1: 7519 / 50.3 / 24500
met3: 153 / 7.91 / 4470
li1: 7764 / - / -
met5: - / 0 / 0
met2: 614 / 58.7 / 25500
met4: 0 / 14.3 / 2710
[logic make-up (layout without fill, tap and decap cells)]
| logic type | after synthesis | count (layout) | share of synthesized area [%] |
|---|---|---|---|
| buffers and inverters | 323 | 316 | 8.00 |
| AND-OR/OR-AND | 592 | 592 | 25.7 |
| multiplexers | 73 | 73 | 5.72 |
| other | 1 | 11 | 0.0239 |
| flip-flops | 16 | 16 | 3.06 |
| AND/OR/NAND/NOR | 718 | 718 | 21.2 |
| adder cells (fa/ha/maj) | 319 | 319 | 29.3 |
| XOR/XNOR | 126 | 126 | 7.02 |
Power is estimated from default activity; no workload was simulated.
